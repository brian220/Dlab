<file path="config.mk">
export PLATFORM = sky130hd
export DESIGN_NAME = SORT
export DESIGN_NICKNAME = SORT
export VERILOG_FILES = /design/flow/design.v
export SDC_FILE = /design/flow/constraint.sdc
export NUM_CORES = 4
export LEC_CHECK = 1
export CORE_UTILIZATION = 50
</file>
<file path="constraint.sdc">
current_design SORT

set clk_period 4.3
set clk_io_pct 0.2

create_clock -name clk0 -period $clk_period [get_ports {clk}]

set non_clock_inputs [all_inputs -no_clocks]
set_input_delay [expr $clk_period * $clk_io_pct] -clock clk0 $non_clock_inputs
set_output_delay [expr $clk_period * $clk_io_pct] -clock clk0 [all_outputs]
</file>
<file path="design.v">
module SORT(
  clk,
  rst_n,
  in_valid1,
  in_valid2,
  in,
  mode,
  op,
  out_valid,
  out
);
output reg out_valid;
output reg [4:0] out;
input clk;
input rst_n;
input in_valid1;
input in_valid2;
input [4:0] in;
input mode;
input [1:0] op;
parameter IDLE=0,INPUT=1,EX=2,OUT=3;
reg [4:0] numset [0:9];
reg [2:0] cstate,nstate;
reg [1:0] get_op;
reg [3:0] count_out;
reg [3:0] count_ex;
reg temp_mode;
reg [3:0] index;
reg tag;
always@(posedge clk or negedge rst_n)begin
       if(!rst_n)cstate<=IDLE;
       else 
               cstate<=nstate;
end
always@(*)begin
       case(cstate)
              IDLE:nstate<=INPUT;
              INPUT:if(op==2&&in_valid1)nstate<=EX;
                    else
                            nstate<=INPUT;
              EX:if(count_ex==9)nstate<=OUT;
                    else 
                           nstate<=EX;
              OUT:if(count_out==9)nstate<=IDLE;
                    else
                           nstate<=OUT;
              default:
                    nstate<=IDLE;
        endcase	   
end
always@(posedge clk or negedge rst_n)begin
       if(!rst_n)begin
	            tag<=0;
	            index<=0;
	            numset[0]<=0;
		    numset[1]<=0;
		    numset[2]<=0;
		    numset[3]<=0;
		    numset[4]<=0;
	            numset[5]<=0;
	            numset[6]<=0;
		    numset[7]<=0;
		    numset[8]<=0;
		    numset[9]<=0;
        end
        else if(count_out==10)begin
                    tag<=0;
                    index<=0;
                    numset[0]<=0;
                    numset[1]<=0;
                    numset[2]<=0;
                    numset[3]<=0;
                    numset[4]<=0;
                    numset[5]<=0;
                    numset[6]<=0;
                    numset[7]<=0;
                    numset[8]<=0;
                    numset[9]<=0;
        end
	else if(cstate==INPUT)begin
	     if(in_valid1==1&&op==1)begin
                  numset[index]<=in;
                  if(index<10)index<=index+1;
		  else index<=index;
             end
             else if(op==0&&temp_mode==0&&in_valid1==1)begin
                   index<=index-1;
		   numset[index-1]<=0;
	     end
             else if(op==0&&temp_mode==1&&in_valid1==1)begin
                   index<=index-1;
		   numset[0]<=numset[1];
		   numset[1]<=numset[2];
		   numset[2]<=numset[3];
		   numset[3]<=numset[4];
		   numset[4]<=numset[5];
	           numset[5]<=numset[6];
	           numset[6]<=numset[7];
		   numset[7]<=numset[8];
		   numset[8]<=numset[9];
		   numset[9]<=0;
	     end
             else begin
			    index<=index;
			    numset[0]<=numset[0];
			    numset[1]<=numset[1];
			    numset[2]<=numset[2];
			    numset[3]<=numset[3];
			    numset[4]<=numset[4];
			    numset[5]<=numset[5];
			    numset[6]<=numset[6];
			    numset[7]<=numset[7];
			    numset[8]<=numset[8];
			    numset[9]<=numset[9];
	     end
	 end
	 else if(cstate==EX)begin
	           if(tag==0)begin
		        tag<=1;
	                if(numset[0]<numset[1])begin			
		             numset[0]<=numset[1];
		             numset[1]<=numset[0];
			end				
			else begin
                            numset[0]<=numset[0];
			    numset[1]<=numset[1];
                        end
			if(numset[2]<numset[3])begin						
		            numset[2]<=numset[3];
			    numset[3]<=numset[2];
			end
			else begin
                            numset[2]<=numset[2];
			    numset[3]<=numset[3];
                        end
		        if(numset[4]<numset[5])begin	
		            numset[4]<=numset[5];
		            numset[5]<=numset[4];
			end					
                        else begin
                            numset[4]<=numset[4];
			    numset[5]<=numset[5];
                        end
		        if(numset[6]<numset[7])begin	
			    numset[6]<=numset[7];
			    numset[7]<=numset[6];
			end		
                        else begin
                            numset[6]<=numset[6];
			    numset[7]<=numset[7];
                        end
		        if(numset[8]<numset[9])begin	
			    numset[8]<=numset[9];
		            numset[9]<=numset[8];
	                end
			else begin
                            numset[8]<=numset[8];
			    numset[9]<=numset[9];
                        end
		    end
		    else begin
		         tag<=0;
		         if(numset[1]<numset[2])begin			
		            numset[1]<=numset[2];
			    numset[2]<=numset[1];
			 end
			 else begin
                            numset[1]<=numset[1];
			    numset[2]<=numset[2];
                         end
			 if(numset[3]<numset[4])begin						
		            numset[3]<=numset[4];
			    numset[4]<=numset[3];
			 end
			 else begin
                            numset[3]<=numset[3];
			    numset[4]<=numset[4];
                         end
		         if(numset[5]<numset[6])begin	
		            numset[5]<=numset[6];
		            numset[6]<=numset[5];
			 end
			 else begin
                            numset[5]<=numset[5];
			    numset[6]<=numset[6];
                         end
		         if(numset[7]<numset[8])begin	
			    numset[7]<=numset[8];
			    numset[8]<=numset[7];
			 end		
                         else begin
                            numset[7]<=numset[7];
			    numset[8]<=numset[8];
                         end
		         if(numset[0]<numset[9])begin	
		             numset[0]<=numset[9];
		             numset[9]<=numset[0];
	                 end
			 else begin
                             numset[0]<=numset[0];
			     numset[9]<=numset[9];
                         end
		       end
		    end
	  else begin
	        index<=index;
		tag<=tag;
                numset[0]<=numset[0];
		numset[1]<=numset[1];
		numset[2]<=numset[2];
		numset[3]<=numset[3];
		numset[4]<=numset[4];
	        numset[5]<=numset[5];
	        numset[6]<=numset[6];
		numset[7]<=numset[7];
		numset[8]<=numset[8];
		numset[9]<=numset[9];
	   end
end
always@(posedge clk or negedge rst_n)begin
    if(!rst_n)temp_mode<=0;
    else if(count_out==10)temp_mode<=0;   
    else if(in_valid2&&cstate==INPUT)temp_mode<=mode;
    else if(cstate==OUT)temp_mode<=0;
    else  
           temp_mode<=temp_mode;
end
always@(posedge clk or negedge rst_n)begin
   if(!rst_n)count_ex<=0;
   else if(cstate==EX)begin
      count_ex<=count_ex+1;
   end
   else if(count_ex==10)begin
      count_ex<=0;
   end
   else
      count_ex<=count_ex;
end
always@(posedge clk or negedge rst_n)begin
    if(!rst_n)count_out<=0;
    else if(cstate==OUT)begin
         count_out<=count_out+1;
    end
    else if(count_out==10)begin
	 count_out<=0;
    end
    else
	 count_out<=count_out;
end
always@(posedge clk or negedge rst_n)begin
   if(!rst_n)begin
          out<=0;
	  out_valid<=0;
   end
   else if(count_out==10)begin
          out<=0;
          out_valid<=0;
   end	
   else if(cstate==OUT)begin
	  case(count_out) 
	           0:begin
                     out<=numset[0];
                     out_valid<=1;
                     end
	           1:begin
                     out<=numset[1];
                     out_valid<=1;
                     end
		   2:begin
                     out<=numset[2];
                     out_valid<=1;
                     end
		   3:begin
                     out<=numset[3];
                     out_valid<=1;
                     end
		   4:begin
                     out<=numset[4];
                     out_valid<=1;
                     end
		   5:begin
                     out<=numset[5];
                     out_valid<=1;
                     end
		   6:begin
                     out<=numset[6];
                     out_valid<=1;
                     end
		   7:begin
                     out<=numset[7];
                     out_valid<=1;
                     end
		   8:begin
                     out<=numset[8];
                     out_valid<=1;
                     end
		   9:begin
                     out<=numset[9];
                     out_valid<=1;
                     end
                   default:begin
		     out<=out;
                     out_valid<=out_valid;
                   end
	endcase
    end
    else begin
	  out<=out;
	  out_valid<=out_valid;
    end
end
endmodule
</file>
<file path="run.sh">
#!/bin/bash
# OpenROAD 26Q1-2900-gdf79404cd8, Yosys 0.63+post, stock flow scripts
make -C /OpenROAD-flow-scripts/flow DESIGN_CONFIG=/design/flow/config.mk WORK_HOME=/design/flow/orfs finish
</file>
==> results.txt <==
status -> finished clean
RSZ-0062 raised after global routing -> no
drt pass-1 iters -> 6
final hold viol count -> 0
Yosys Warn Count -> 2
proportion of layout cells with a drive suffix above 1 -> 11.66%
Max Cap Violations -> 0
crit path time final -> 3.281 ns
worst endpoint required time -> 4.53 ns
Synth Flop Type -> dfrtp_1
post-synth top area cell -> dfrtp_1
CTS tree -> yes
DRC viols -> 0
Antenna Violating Nets Remaining -> 0
Routed Wire Length -> 18760 um
Global Route Usage Sum -> 32.33%
Core ar. -> 11470 um2
Num CTS Buffers -> 9
Syn Inst Count -> 701
WL/cell -> 21.91 um
htree depth -> 3
crit-path max FO -> 14
Congestion Overflow GR -> 0
Max Clk Rate -> 304.8 MHz
EDFF count, synth -> 0
crit end category -> flip-flop
area share, top type -> 30.99%
non-filler instance count after layout -> 856
Min Hold Slack -> 0.4302 ns
Top delay family on crit path -> simple AND/OR/NAND/NOR gates
die height -> 110.6 um
post-CTS resize count -> 0
vias in the first global route -> 5020
synth unique cells -> 61
Synth Seq Share -> 31.44%
Syn Area/Cell -> 8.409 um2
CTS max path bufs -> 2
Top area cell types -> dfrtp_1 (31%), ha_1 (11%), mux2_2 (8.8%), nor2_1 (6.7%), nand2_1 (4.3%)
relative slew slack -> 36.96%
post-DR vias/cell -> 6.186
Worst path max stage delay -> 0.89 ns
worst skew pair latency -> 0.34 ns
std cell rows -> 39
Top Layout Cells -> nor2_1 (105), dfrtp_1 (73), nand2_1 (68)
initial antenna violation count -> 1
YS chip area -> 5894 um2
worst path bufs/invs -> 1
design area -> 6525 um2
async set-reset flop share out of synthesis -> 100.0%
CTS Root Buffer Type -> clkbuf_16
dominant logic cell type in the layout -> nor2_1
final worst-path cycle share -> 76.30%
layout overhead on the synthesized area -> 10.70%
detailed-route via count -> 5295
Final Setup Violations -> 0
Starting Density -> 51.40%
routability cong. -> 0.9338
leakage -> 0.002930 uW
clock-pin slew on the worst setup and hold paths -> 0.06 ns
Die Area -> 12230 um2
Inst Count DP -> 839
detailed placer's ending HPWL -> 13590 um
io pins -> 18
1st-iter DRT viols -> 499
clk_skew -> 0.006027 ns
Die X -> 110.6 um
setup_tns -> 0 ns
Worst Max-Slew Pin Slew -> 0.9325 ns
Seq cells post-synth -> 74
largest net degree at the start of global routing -> 48
CP max stage cell -> nor4b_1
# clock sinks -> 74
post-cts hold buffer count -> 0
crit start category -> input port
global-route wire length before repair -> 29070 um
critical path class -> in2reg
critical path data arrival time -> 3.51 ns
worst hold path type -> in2async
PD cells -> 257.6 nW/um2
Max VDD drop -> 0.1993 mV
worst-path cell chain -> clkdlybuf4s50_1 > nor4b_1 > o21ai_0 > a21oi_1 > nand3b_1 > mux2_2
Mapped Area -> 5894 um2
yosys cell count -> 701
pins over their slew limit -> 0
Tool Warnings -> 35
Post-CTS Setup Bufs -> 0
Port Buffers -> 17
total placed instance area -> 6155 um2
[worst reg2reg max path, cell delays in order (launching register included)]
cell and delay (ns):
dfrtp_1 0.42, inv_1 0.14, ha_1 0.47, nand3b_1 0.58, and2_1 0.48, a2111oi_4 0.57, mux2_2 0.40
[cell type report]
class,instances,area [um2]
Antenna cell,1,2.502
Clock buffer,11,242.7
Clock inverter,5,125.1
Fill cell,1001,4942
Inverter,50,192.7
Multi-Input combinational cell,550,3725
Sequential cell,74,1853
Tap cell,143,178.9
Timing Repair Buffer,22,205.2
[through the flow]
step / setup WS (ns) / total power, uW / utilization, %
5_1_grt: 0.8843 / 1731 / 56.88
2_1_floorplan: 1.803 / 721.3 / -
6_report: 1.019 / 1681 / 56.90
3_5_place_dp: 0.7972 / 753.2 / 53.67
3_3_place_gp: 0.7838 / 752.6 / 53.67
4_1_cts: 1.145 / 1696 / 56.88
[synth_stat cells (4+ instances only)]
cell,n
nand2b_1,16
nor3_1,40
xnor2_1,6
ha_1,53
a211oi_1,11
and3_1,5
nor2_1,105
o21a_1,5
a21oi_1,25
nand3_1,9
mux2i_1,19
nand2_1,68
o211ai_1,6
a22oi_1,6
o21ai_0,43
nand3b_1,7
dfrtp_1,73
a21o_1,6
inv_1,49
mux2_2,46
o22ai_1,10
nor2b_1,7
a31oi_1,9
a221oi_1,4
clkbuf_1,19
[flip-flops by register name, summed over array words and instances (netlist names)]
signal / cells
numset: 50
out: 5
count_ex: 4
count_out: 4
cstate: 4
index: 4
out_valid: 1
tag: 1
temp_mode: 1
[power by group]
part	internal, uW	switching, uW
registers	696	0
clock network	641	300
logic	14.6	29.2
[per-layer routing]
layer  vias to the layer above  GRT usage [%]  wire (um)
met3                        43          7.778       1472
met2                       196          49.36       8454
met4                         0          7.911        561
li1                       2506              -          -
met5                         -              0          0
met1                      2550          47.62       8270
[path summary, 6_finish.rpt]
| check | to | cells past startpoint | from | slack [ns] |
|---|---|---|---|---|
| worst max-delay path | numset[2][0] | 6 | op[0] | 1.02 |
| worst min-delay path | count_ex[3] | 1 | rst_n | 0.43 |
| worst max register to register | numset[5][2] | 6 | count_out[0] | 1.14 |
| worst min register to register | out[1] | 1 | out[1] | 0.48 |
| max in group asynchronous | numset[3][3] | 2 | rst_n | 2.89 |
| min in group clk0 | out[1] | 1 | out[1] | 0.48 |
[cell families after synthesis]
kind of cell,after synthesis,share of synthesized area [%]
AND-OR/OR-AND,152,17.70
XOR/XNOR,6,0.8915
adder cells (fa/ha/maj),53,11.25
buffers and inverters,77,5.370
flip-flops,74,31.44
multiplexers,65,12.01
AND/OR/NAND/NOR,274,21.33
Power is estimated from default activity; no workload was simulated.
