`flow/config.mk`:
```
export PLATFORM = sky130hd
export DESIGN_NAME = IMPOR
export DESIGN_NICKNAME = IMPOR
export VERILOG_FILES = /design/flow/design.v
export SDC_FILE = /design/flow/constraint.sdc
export NUM_CORES = 4
export LEC_CHECK = 1
export CORE_UTILIZATION = 30
```
`flow/constraint.sdc`:
```
current_design IMPOR

set clk_period 6.2
set clk_io_pct 0.2

create_clock -name clk0 -period $clk_period [get_ports {clk}]

set non_clock_inputs [all_inputs -no_clocks]
set_input_delay [expr $clk_period * $clk_io_pct] -clock clk0 $non_clock_inputs
set_output_delay [expr $clk_period * $clk_io_pct] -clock clk0 [all_outputs]
```
`flow/design.v`:
```
module IMPOR(
	out,
	out_valid,
	ready,
	in,
	mode,
	in_valid,
	clk,
	rst_n
);
output  reg [2:0] out;
output  reg out_valid;
output  reg ready;
input  [2:0] in;
input  [2:0] mode;
input  in_valid;
input  clk;
input  rst_n;
parameter IDLE=0, INPUT=1,EX=2,OUTPUT=3;
reg [2:0] current_state;
reg [2:0] a0,a1,a2,a3,a4,a5,a6,a7,a8;
reg [3:0] count_in;
reg [3:0] count_out;
reg grid_done,M_done;
always@(posedge clk or negedge rst_n)begin
	if(!rst_n)current_state<=IDLE;
	else
	begin
	case(current_state)
	IDLE:current_state<=INPUT;
	INPUT:if(count_in==8)current_state<=EX;
		else
                        current_state<=current_state;
	EX:if(mode==0)current_state<=OUTPUT;
		else
			current_state<=current_state;
	OUTPUT:if(count_out==10)current_state<=IDLE;
		else
			current_state<=current_state;
	default: current_state<=IDLE;
	endcase
    end
end
always@(posedge clk or negedge rst_n)begin
		if(!rst_n)count_in<=0;
		else if(ready)count_in<=count_in+1;
		else if(in_valid==0)count_in<=0;
		else 
			count_in<=count_in;
end
always@(posedge clk or  negedge rst_n)begin
	if(!rst_n)begin
			grid_done<=0;
			a0<=0;
			a1<=0;
			a2<=0;
			a3<=0;
			a4<=0;
                        a5<=0;
                        a6<=0;
                        a7<=0;
			a8<=0;		
		  end
	else
	begin
	if(count_in==9)begin
			grid_done<=0;
			end
	if(count_out==10)begin
                        a0<=0;
                        a1<=0;
                        a2<=0;
                        a3<=0;
                        a4<=0;
                        a5<=0;
                        a6<=0;
                        a7<=0;
                        a8<=0;
                        end
	if(current_state==INPUT)begin
		case(count_in)
			4'b0000:begin
				a0<=in;
				end
			4'b0001:begin
				a1<=in;
				end
			4'b0010:begin
				a2<=in;
				end
			4'b0011:begin
				a3<=in;
				end
			4'b0100:begin
				a4<=in;			
				end
			4'b0101:begin
				a5<=in;
				end
			4'b0110:begin
				a6<=in;
				end
			4'b0111:begin
				a7<=in;
				end
			4'b1000:begin
				a8<=in;
				grid_done<=1;
				end
			default:begin
				a0<=a0;
                        	a1<=a1;
                       		a2<=a2;
                        	a3<=a3;
                        	a4<=a4;
                        	a5<=a5;
                        	a6<=a6;
                        	a7<=a7;
                        	a8<=a8;
				grid_done<=grid_done;
				end		
			endcase
	end
        else if(current_state==EX)begin
			if(count_out==10)begin
					a0<=0;
					a1<=0;
					a2<=0;
					a3<=0;
					a4<=0;
					a5<=0;
                                        a6<=0;
                                        a7<=0;
                                        a8<=0;
			end
                        case(mode)
                                3'b001:begin
                                        a0<=a2;
                                        a2<=a0;
                                        a3<=a5;
                                        a5<=a3;
                                        a6<=a8;
                                        a8<=a6;
                                        end
                                3'b010:begin
                                        a0<=a6;
                                        a6<=a0;
                                        a1<=a7;
                                        a7<=a1;
                                        a2<=a8;
                                        a8<=a2;
                                        end
                                3'b011:begin
                                        a0<=a2;
                                        a1<=a5;
                                        a2<=a8;
                                        a3<=a1;
                                        a5<=a7;
                                        a6<=a0;
                                        a7<=a3;
                                        a8<=a6;
                                        end
                                3'b100:begin
                                        a0<=a6;
                                        a1<=a3;
                                        a2<=a0;
                                        a3<=a7;
					a5<=a1;
                                        a6<=a8;
                                        a7<=a5;
                                        a8<=a2;
                                        end
                                3'b101:begin
                                        if(a0+1<=7)a0<=a0+1;
                                        else a0<=7;
                                        if(a3+1<=7)a3<=a3+1;
                                        else a3<=7;
                                        if(a6+1<=7)a6<=a6+1;
                                        else a6<=7;
                                        end
                                 3'b110:begin
                                        if(a1+1<=7)a1<=a1+1;
                                        else a1<=7;
                                        if(a4+1<=7)a4<=a4+1;
                                        else a4<=7;
                                        if(a7+1<=7)a7<=a7+1;
                                        else a7<=7;
                                        end
                                 3'b111:begin
                                        if(a2+1<=7)a2<=a2+1;
                                        else a2<=7;
                                        if(a5+1<=7)a5<=a5+1;
                                        else a5<=7;
                                        if(a8+1<=7)a8<=a8+1;
                                        else a8<=7;
                                       end
                                default:begin
                                        a0<=a0;
                                        a1<=a1;
                                        a2<=a2;
                                        a3<=a3;
                                        a4<=a4;
                                        a5<=a5;
                                        a6<=a6;
					a7<=a7;
					a8<=a8;
					end
				endcase
			end
		else begin
				a0<=a0;
                                a1<=a1;
                                a2<=a2;
                                a3<=a3;
                                a4<=a4;
                                a5<=a5;
                                a6<=a6;
                                a7<=a7;
                                a8<=a8;
				grid_done<=grid_done;
		end
	end
end
always@(posedge clk or negedge rst_n)begin
	if(!rst_n)ready<=0;
	else if(current_state==INPUT)ready<=1;
	else if(count_out==10)ready<=0;
	else
		ready<=ready;
end
always@(posedge clk or negedge rst_n)begin
	if(!rst_n)count_out<=0;
	else if(count_out==10)count_out<=0;
	else if(current_state==OUTPUT)count_out<=count_out+1;
	else
		count_out<=count_out;
end
always@(posedge clk or negedge rst_n)begin
	if(!rst_n)out_valid<=0;	
	else if(count_out==10)out_valid<=0;
	else if(count_out>=1)out_valid<=1;
	else
		out_valid<=out_valid;
end
always@(posedge clk or negedge rst_n)begin
	if(!rst_n)out<=0;
	else if(current_state==OUTPUT)begin
	case(count_out)
	1:out<=a0;
	2:out<=a1;
	3:out<=a2;
	4:out<=a3;
	5:out<=a4;
	6:out<=a5;
	7:out<=a6;
	8:out<=a7;
	9:out<=a8;
	10:out<=0;
	default:out<=out;
	endcase
	end
	else
		out<=out;
end
endmodule
```
`flow/run.sh`:
```
#!/bin/bash
# OpenROAD 26Q1-2900-gdf79404cd8, Yosys 0.63+post, stock flow scripts
make -C /OpenROAD-flow-scripts/flow DESIGN_CONFIG=/design/flow/config.mk WORK_HOME=/design/flow/orfs finish
```
==> results.txt <==
fresh numbers from the pnr run: Final Critical Period=3.707 ns, vias in the first global route=roughly 3900, # clock sinks=between 40 and 50, Seq share, synth=25.33%, Reg clk slew, reported paths=approximately 0.07 ns, DRT Wirelength=roughly 14 mm, Pleak=roughly 1.8 nW, Tot GR Track Use=a little under a fifth, Layout Area Growth over Synthesis=6.872%, worst slew pin tran=about 0.99 ns, cycle use final=59.80%, Mux area share=roughly 6.5%, Yosys reg bits=44, power per cell area=~510 nW/um2, max-slew violation count=0, Tool Warnings=34, DRC=0, Worst setup EP type=flip-flop, Critical R2R Capture=a3[1], Max Cap Viol=0, DR vias/cell=around 6.1, final setup fails=0, critical path endpoint=a8[0], Dominant cell area share=approximately a quarter, H-Tree Depth=2, CP required=approximately 6.4 ns, Post-Synth Simple-Gate Area=between 20% and 30%, Max-slew headroom=between 30 and 40%, worst clock skew=approximately 0.0091 ns, Reg-to-Reg Start=count_out[0], yosys xor share=less than 1%, FP Rows=43, dominant logic cell type in the layout=nand2_1, Hold Fails Final Rpt=0, post-CTS setup repair buffer count=0, placed wire-length estimate=between 9 and 10 mm, fmax=between 0.2 and 0.3 GHz, CTS tree=built, IO Pins=14, routed wire length per instance=slightly below 20 um, Setup CP Type=in -> reg, Post-synth top flop=dfrtp_1, Post-CTS Resized=0, Chip Area, Yosys=4352 um2, RSZ-0062 raised after global routing=false, Iter 0 DRT Violations=579, Dominant combinational family=AND-OR/OR-AND gates, total power=2.386 mW, CTS buffer count=5, Worst VDD drop=~230 uV, top logic cells by instance count in the layout=nand2_1, o21ai_0, a21oi_1, dfrtp_1, nor2_1, vias=4403, Antenna Nets Post-Route=0, Synth cell types=68, mapped cell area=around 4400 um2, cts hold-fix bufs=0, die height=approximately 120 um, Synth Warn #=1, Syn Area/Cell=around 7.5 um2, fp util=30.99%, Post-synth ARST share=around 100%, Startpoint Class=input port, cells on worst reg2reg path=6, Ant. Diodes=0, Hold Slack=0.4858 ns, worst hold path class=reg -> reg, Clock Tree Buf Depth=2, Max FO, Critical Path=approximately 54, largest net degree at the start of global routing=55, initial antenna violation count=0, largest registers=count_in: 4 flops, count_out: 4 flops, current_state: 4 flops, GPL Wtd Cong=0.9576, EDFF count, synth=0, grt ovf=0, Syn Inst Count=just under 600, clk latency of the worst-skew pair=0.29 ns, Reg2Reg Setup Slack=3.60 ns, Top area cell types=dfrtp_1, nand2_1, o21ai_0, outcome=finished clean, first-pass GRT wire length=around 22 mm, total die size=roughly 15000 um2, layout cells sized above 1=7.236%, CTS Root Cell=clkbuf_16, yosys cell count=~580, CP startpoint=mode[1], width of the chip=122.4 um, largest area contributor in the netlist=dfrtp_1, Port-buffer cells=13, yosys adder share=approximately 4.6%, core area=~14000 um2, crit path DAT=a little under 4 ns, Compound Share, Synth=between 30% and 40%, setup TNS=0 ns, DR pass1 iterations=5
[worst max-delay path, stage by stage]
cell             delay (ns)
clkdlybuf4s50_1        0.45
buf_4                  0.45
nor2b_1                0.68
mux2_2                 0.42
o21ai_1                0.16
o21ai_0                0.10
a221o_1                0.36
[cells by family (layout without fill, tap and decap cells)]
| group | count (synthesis) | count (layout) |
|---|---|---|
| AOI/OAI and AO/OA | 221 | 221 |
| and+or+nand+nor | 185 | 185 |
| buffers and inverters | 82 | 44 |
| DFF | 44 | 44 |
| muxes | 26 | 26 |
| adders and majority gates | 16 | 16 |
| xor gates and xnor gates | 3 | 3 |
[worst min-delay path by stage]
stage / startpoint / to / slack, ns / depth (start not counted)
after CTS: out[1] / out[1] / 0.49 / 1
after global routing: out[1] / out[1] / 0.52 / 1
final: out[1] / out[1] / 0.49 / 1
[cell usage after synthesis (5+ instances only)]
| library cell | instances |
|---|---|
| a2bb2oi_1 | 5 |
| o221ai_1 | 6 |
| nor3_1 | 8 |
| a221o_1 | 8 |
| nor2b_1 | 11 |
| and3_1 | 5 |
| buf_1 | 7 |
| ha_1 | 16 |
| a22o_1 | 6 |
| dfrtp_1 | 43 |
| o21ai_0 | 52 |
| buf_2 | 9 |
| inv_1 | 12 |
| a311oi_1 | 5 |
| clkbuf_1 | 47 |
| a21boi_0 | 7 |
| a21o_1 | 6 |
| nand2_1 | 83 |
| o211ai_1 | 6 |
| nand3b_1 | 6 |
| nand2b_1 | 5 |
| nand3_1 | 17 |
| a22oi_1 | 8 |
| a21oi_1 | 43 |
| mux2i_1 | 16 |
| a211oi_1 | 15 |
| a31oi_1 | 12 |
| mux2_2 | 9 |
| nor2_1 | 30 |
[metal layers]
layer | vias to the layer above | wire length (um) | global-route usage, %
met5 | - | 0 | 0
met4 | 0 | 588 | 6.860
met3 | 44 | 1100 | 2.751
met2 | 210 | 6175 | 29.18
met1 | 2093 | 5948 | 27.83
li1 | 2056 | - | -
[through the flow]
stage | utilization [%] | instances | instance area, um2 | setup slack [ns]
6_report | 33.12 | 719 | 4651 | 2.493
5_1_grt | 33.12 | 719 | 4651 | 2.391
4_1_cts | 33.12 | 719 | 4651 | 2.552
3_5_place_dp | 31.85 | 711 | 4473 | 2.223
3_3_place_gp | 31.85 | 711 | 4473 | 2.281
2_1_floorplan | - | 577 | 4352 | 3.375
[power by group]
part / internal (mW) / switching, mW
Combinational: 0.591 / 0.688
Sequential: 0.414 / 0.370
Clock: 0.202 / 0.121
[final cells by class]
cell class / count / area (um2)
Sequential cell: 44 / 1102
Fill cell: 1420 / 9392
Inverter: 16 / 60.06
Timing Repair Buffer: 20 / 177.7
Clock buffer: 6 / 138.9
Clock inverter: 2 / 38.79
Multi-Input combinational cell: 451 / 2908
Tap cell: 180 / 225.2
Power and IR drop assume default switching activity.
