### ./design.v
`timescale 1ns / 1ps
module Flappy(input rst,input clk,input kclk,input kdata,output VGA_R,output VGA_G,output VGA_B,
			output h_sync,output v_sync
     );
	 reg signed [11:0] col,row;
	 reg R,G,B;
	 reg die;
	 reg [1:0]	 pass;
	 reg space,enter;
	 reg [30:0] sec_cnt; 
	 reg [2:0] c_state,n_state;
	 reg signed [11:0] tube1_x,tube1_y,tube2_x,tube2_y,tube3_x,tube3_y,bird_x,bird_y;
	 wire signed [11:0] x,y;
	 wire [9:0] k_value;
	 wire [999:0] gameover;
	 wire [999:0] win;
	 wire refresh;
	 parameter IDLE = 0,SLOW=1,FAST =2,WIN=3,DIE=4;
	 always@(posedge clk or posedge rst)
	 begin
		if(rst)begin
		col <=0;
		row <=0;		
		end
		else begin
		col <= (col <1039)?col +1 :0;
		row <= (row <= 665)?(col == 1039)?row+1:row:0;
		end
	 end
	 key key(.rst(rst),.clk(clk),.kclk(kclk),.kdata(kdata),.k_value(k_value));
	 assign h_sync = ~(col >919 && col <=1039);
	 assign v_sync = ~(row >659 && row <=665);
	 assign x = (col > 103 && col <=903)? col-104:0;
	 assign y = (row > 22 && row <= 622)? row-23:0;
	 assign VGA_R = R;
	 assign VGA_G = G;
	 assign VGA_B = B;
assign gameover[99 :0  ] = 100'b0000000000000000000000000000000000000000000000000000000000000000000000000000000000000000000000000000;
assign gameover[199:100] = 100'b0000000011111111101111111110111000000111000111110000011111111101110000001110000000110000000111110000;
assign gameover[299:200] = 100'b0000000110000001100000000110011000000110001100011000000000001101111000011110000001111000001100011000;
assign gameover[399:300] = 100'b0000000110000001100000000110001100001100011000001100000000001101101100110110000011001100000000001100;
assign gameover[499:400] = 100'b0000000011000001100000000110001100001100011000001100000000001101100111100110000110001100000000001100;
assign gameover[599:500] = 100'b0000000000111111100011111110000110011000011000001100000111111101100011000110001111111110011110001100;
assign gameover[699:600] = 100'b0000000001100001100000000110000110011000011000001100000000001101100000000110001100000110001100001100;
assign gameover[799:700] = 100'b0000000011000001100000000110000011110000001100011000000000001101100000000110011000000011001100011000;
assign gameover[899:800] = 100'b0000001110000001101111111110000001100000000111110000011111111101100000000110111000000011100111110000;
assign gameover[999:900] = 100'b0000000000000000000000000000000000000000000000000000000000000000000000000000000000000000000000000000;
assign win[99 :0  ] = 100'b0000000000000000000000000000000000000000000000000000000000000000000000000000000000000000000000000000;
assign win[199:100] = 100'b0000000000000011000000011100000000000000001111111110000000001110000000000000001110000000000000000000;
assign win[299:200] = 100'b0000000000000011000001101100000000000000000001110000000000000110000000000000001100000000000000000000;
assign win[399:300] = 100'b0000000000000011000011001100000000000000000001110000000000000011000000100000011000000000000000000000;
assign win[499:400] = 100'b0000000000000011000110001100000000000000000001110000000000000001100001110000110000000000000000000000;
assign win[599:500] = 100'b0000000000000011001100001100000000000000000001110000000000000000110001110001100000000000000000000000;
assign win[699:600] = 100'b0000000000000011011000001100000000000000000001110000000000000000011011011011000000000000000000000000;
assign win[799:700] = 100'b0000000000000011110000001100000000000000000001110000000000000000001111011110000000000000000000000000;
assign win[899:800] = 100'b0000000000000011100000001100000000000000001111111110000000000000000110001100000000000000000000000000;
assign win[999:900] = 100'b0000000000000000000000000000000000000000000000000000000000000000000000000000000000000000000000000000;
	 always@(posedge clk or posedge rst)
	 begin
		if(rst)begin
			space <= 0;
			enter <= 0;
			end
		else 
		case (k_value[8:0])
			9'h029:space <= ~k_value[9];
			9'h05A:enter <= ~k_value[9];
			default:begin
					space <= space;
					enter <= enter;end
			endcase
	 end
	 always@(posedge clk or posedge rst)begin
		if(rst)
			c_state <= IDLE;
		else
			c_state <= n_state;
	 end
	 always@(*)
	 begin
		if(rst)
			n_state <= IDLE;
		else
			case(c_state)
			IDLE:if(enter) n_state <= SLOW;else n_state <= IDLE;
			SLOW:begin if(die)n_state <=DIE;else if(pass==1) n_state <= FAST; else  n_state <=SLOW;end
			FAST:begin if(die)n_state <=DIE;else if(pass==2) n_state <= WIN; else  n_state <=FAST;end
			WIN:n_state <= WIN;
			DIE:n_state <= DIE;
			default:n_state <= IDLE;
			endcase
	 end
	 always@(posedge clk or posedge rst)begin
		if(rst)
		sec_cnt <= 0;
		else if(sec_cnt[30:26] ==5'b11111)
		sec_cnt <= 0;
		else
		sec_cnt <= sec_cnt+1;
	 end
	 assign refresh = sec_cnt[23];
	 always@(posedge refresh or posedge rst)begin
		if(rst)begin
		bird_x<=30;
		bird_y<=300;
		end
		else if(c_state == SLOW ||c_state == FAST)begin
			if(space)
				bird_y <= bird_y-20;
			else
				bird_y <= bird_y+10;
		end
		else begin
			bird_x<=bird_x;
			bird_y<=bird_y;
		end
     end
	 always@(posedge refresh or posedge rst)begin
		if(rst)
			die <= 0;
		else if(((bird_y>(tube1_y+100)-15||bird_y<(tube1_y-100)+15))&&(bird_x>(tube1_x-25)-15&&bird_x<(tube1_x+25)+15)||
			  ((bird_y>(tube2_y+100)-15||bird_y<(tube2_y-100)+15))&&(bird_x>(tube2_x-25)-15&&bird_x<(tube2_x+25)+15)||
			  ((bird_y>(tube3_y+100)-15||bird_y<(tube3_y-100)+15))&&(bird_x>(tube3_x-25)-15&&bird_x<(tube3_x+25)+15))begin
			  die<=1;
			  end
	    else 
		    die<=die;
		end
	always@(posedge refresh or posedge rst)begin
		if(rst)
			pass <=0;
		else if(tube3_x <=-25)
			pass <= pass+1;
		else
			pass <= pass;
	 end
	 always@(posedge refresh or posedge rst)begin
		if(rst)begin
			tube1_x <= 400;
			tube1_y <= 300;
			tube2_x <= 600;
			tube2_y <= 400;
			tube3_x <= 800;
			tube3_y <= 300;
		end
		else if(c_state == SLOW)begin
				tube1_x <= (tube1_x <=-25)?825:tube1_x-20;
				tube2_x <= (tube2_x <=-25)?825:tube2_x-20;
				tube3_x <= (tube3_x <=-25)?825:tube3_x-20;
		end
		else if(c_state == FAST)begin
				tube1_x <= (tube1_x <=-25)?825:tube1_x-40;
				tube2_x <= (tube2_x <=-25)?825:tube2_x-40;
				tube3_x <= (tube3_x <=-25)?825:tube3_x-40;
		end
		else begin
				tube1_x <= tube1_x;
				tube2_x <= tube2_x;
				tube3_x <= tube3_x;
		end
	end
	always@(posedge clk)begin
	if(x>800 || x<0 || y>600||y<0) 
		{R,G,B}<=3'b000;
	else if(c_state == DIE && x>=350 &&x<450 &&y>=395 &&y<405 && gameover[(y-395)*100+x-250])
			{R,G,B}<=3'b111;
	else if(c_state == WIN && x>=350 &&x<450 &&y>=395 &&y<405 && win[(y-395)*100+x-250])
			{R,G,B}<=3'b111;
	else if(x>bird_x-15 &&x<bird_x+15 &&y<bird_y+15 && y>bird_y-15)
		{R,G,B}<=3'b110;
	 else if(x+y <bird_x+bird_y+20 && x>=bird_x+15 && y+bird_x+20 >x+bird_y)
		{R,G,B}<=3'b100;
     else if((x>tube1_x-25 && x<tube1_x+25 && (y>tube1_y+100 || y<tube1_y-100) && y>=0 &&y<=600) ||
		(x>tube2_x-25 && x<tube2_x+25 && (y>tube2_y+100 || y<tube2_y-100) && y>=0 &&y<=600) ||
		(x>tube3_x-25 && x<tube3_x+25 && (y>tube3_y+100 || y<tube3_y-100) && y>=0 &&y<=600))
		{R,G,B}<=3'b010;
	 else 
		{R,G,B}<= 3'b000;
	 end
endmodule
`timescale 1ns / 1ps
module key(rst ,clk ,kclk, kdata, k_value
    );
	input rst;
	input kclk;
	input clk;
	input kdata;
	output reg[9:0] k_value;
	reg [10:0] key;
	reg Long, Break;
	reg [3:0] cnt;
	reg c_state;
	reg n_state;
	wire check;
	always@(posedge clk)
	begin
	c_state <= n_state;
	n_state = kclk;
	end
	assign check = key[1]^key[2]^key[3]^key[4]^key[5]^key[6]^key[7]^key[8]^key[9];
	always@(posedge clk)
	begin
		if(rst)
		cnt <= 0;
		else if(cnt ==4'd11)
		cnt <= 0;
		else if({c_state,n_state} == 2'b10)
		cnt <= cnt+1;
		else 
		cnt <= cnt;
	end
	always@(posedge clk)
	begin
		if(rst)
		key <= 0;
		else if({c_state,n_state} == 2'b10)
		key <= {kdata , key[10:1]};
		else
		key <= key;
	end
	always@(posedge clk)
	begin
		if(rst)begin
		k_value <= 0;
		Break <= 0;
		Long <= 0;
		end
		else if(cnt == 4'd11 && check)begin
			if(key[8:1]==8'hF0)
				Break <= 1;
			else if(key[8:1]==8'hE0)
				Long <= 1;
			else begin
				k_value <= {Break,Long,key[8:1]};
				Break <= 0;
				Long <= 0;
				end
		end
		else begin
			k_value <= k_value;
			Break <= Break;
			Long <= Long;
		end
	end
endmodule
### ./run.sh
#!/bin/bash
# OpenROAD 26Q1-2900-gdf79404cd8, Yosys 0.63+post, stock flow scripts
make -C /OpenROAD-flow-scripts/flow DESIGN_CONFIG=/design/flow/config.mk WORK_HOME=/design/flow/orfs finish
### ./constraint.sdc
current_design Flappy

set clk_period 16.1
set clk_io_pct 0.2

create_clock -name clk0 -period $clk_period [get_ports {clk}]

set non_clock_inputs [all_inputs -no_clocks]
set_input_delay [expr $clk_period * $clk_io_pct] -clock clk0 $non_clock_inputs
set_output_delay [expr $clk_period * $clk_io_pct] -clock clk0 [all_outputs]
### ./config.mk
export PLATFORM = sky130hd
export DESIGN_NAME = Flappy
export DESIGN_NICKNAME = Flappy
export VERILOG_FILES = /design/flow/design.v
export SDC_FILE = /design/flow/constraint.sdc
export NUM_CORES = 4
export LEC_CHECK = 1
export CORE_UTILIZATION = 50
==> results.txt <==
impl run done, here's what came out: status=finished clean, slowest stage delay, CP=0.60 ns, antenna viol nets, final=0, origin of the critical flop-to-flop path=row[0]$_DFFE_PP0P_, register pins left without a clock=47, yosys cell count=2,231, Worst Skew=0.01140 ns, Non-Filler Instances=2,614, core area=33,700 um^2, # H-tree levels=3, maximum number of pins on one net before global-route repair=66, startpoint types=flop, Final Max Slew Viols=0, Placed Cells=2,598, final hold violations=0, endpoints left unconstrained=47, routability cong.=0.9704, postcts setup bufs=0, Leakage=7.939 nW, Power Density=26.77 nW/um^2, FF/Latch Area=3367 um^2, Pre-antenna DRT Iters=7, Congestion Overflow GR=0, worst slew pin tran=0.9245 ns, final setup violation count=0, WS Path Type=flop to flop, layout cells sized above 1=4.524%, yosys stat chip area=17,190 um^2, Clock transition at path regs=0.07 ns, initial drt markers=1,246, RSZ-0062 raised after global routing=false, Synth Area per Inst=7.703 um^2, Worst path most repeated cell=ha_1, Crit path required time=16.39 ns, CTS tree=done, FP Rows=67, Worst-Skew Late Latency=0.35 ns, Tcrit/Tclk final=50.68%, I/O Buffers=8, Total Power=479.7 uW, post-cts resize count=0, DRC Markers=0, die area=35,120 um^2, vias per cell=6.072, vias in the first global route=14,440, Post-Synthesis Cells=2,231, CTS max path bufs=2, Root Buffer=clkbuf_16, final setup margin=7.940 ns, Achievable Freq=122.5 MHz, Placed Area=17,610 um^2, HP Start=key.n_state$_DFF_P_, RR Endpoint=R$_SDFF_PP0_, Hold Crit Class=flop to flop, Tmin final=8.160 ns, Synth Register Bits=140, CTS Buf Count=9, Top-Level Pins=9, Vias=15,870, Seq share, synth=19.59%, Worst setup EP type=flop, Hold Crit Endpoint=key.c_state$_DFF_P_, FP Core Util=51.00%, most frequent cells in the layout=243 x nor2_1, 234 x ha_1, 191 x nand2_1, CP arrival=8.45 ns, slowest CP cell=and2_1, Max-Cap Viols=0, FF-to-FF path depth=34, first-pass GRT wire length=79,540 um, chip height=187.4 um, hpwl dp=36,500 um, R2R setup slack=7.94 ns, final setup TNS=0 ns, pre-CTS WS=8.013 ns, Antenna Cells=0, Wirelength per Cell=18.95 um, Hold Path Stages=0, tool warnings=71, initial antenna violation count=1, Cell Type Count=95, top_reg_cell synth=dfrtp_1, Area growth syn-to-layout=4.273%, cell area after synthesis=17,190 um^2, Synth async-reset ratio=77.86%, CTS Hold Buffers Added=0, Post-synth EDFFs=0, Fill cells=3,235, Peak VDD IR=0.05704 mV, Die Width=187.4 um, Synthesis Warnings=2, most frequent logic cell in the layout=nor2_1, Final Instance Area=17,920 um^2, CP Max Fanout=16, Relative slew margins=38.36%, comb. cell area=12,960 um^2, total wire length=49,540 um, GRT Resource Usage Total=28.84%
-- per-layer routing --
metal	GRT usage, %	up-vias	part of all wire (%)
met5	0	-	0
met4	4.628	0	1.7
met3	4.330	53	6.6
met2	40.32	490	41
met1	48.14	7451	51
li1	-	7879	-
-- where the power goes --
| part | switching, mW | leakage, nW | total (mW) | internal, mW |
|---|---|---|---|---|
| logic | 0.0111 | 6.16 | 0.0152 | 0.00412 |
| clock network | 0.106 | 0.148 | 0.231 | 0.125 |
| registers | 0.000558 | 1.63 | 0.234 | 0.233 |
-- cell families after synthesis --
family | after synthesis | synth area share, %
compound gates | 613 | 23.26
xor+xnor | 217 | 11.10
fa+ha+maj | 244 | 18.10
buf+inv | 231 | 5.322
flops | 140 | 19.59
mux | 17 | 0.9901
other cells | 1 | 0.02182
simple gates | 768 | 21.61
-- worst max path at each step --
| stage | start | endpoint | slack (ns) |
|---|---|---|---|
| CTS | row[0]$_DFFE_PP0P_ | R$_SDFF_PP0_ | 7.96 |
| global route | row[0]$_DFFE_PP0P_ | R$_SDFF_PP0_ | 7.38 |
| finish | row[0]$_DFFE_PP0P_ | R$_SDFF_PP0_ | 7.94 |
-- cell usage after synthesis, types with 9 or more instances --
library cell  instances  area share [%]
clkbuf_1             99             2.2
o31ai_1              12            0.52
o2111ai_1             9            0.46
nand4_1              29             1.1
buf_2                14            0.41
a21o_1               40             1.7
and3_1               35             1.3
inv_1                93             2.0
o221ai_1             11            0.56
a21boi_0             10            0.44
nor2_1              244             5.3
o21ai_0             144             4.2
a22oi_1              14            0.61
and4_1                9            0.46
o22ai_1              20            0.73
a31oi_1              30             1.1
dfxtp_1              31             3.6
nor3_1               50             1.5
dfrtp_1              94              14
nand3_1              63             1.8
xor2_1               90             4.6
nand2b_1             27            0.98
a21oi_1             156             4.5
buf_1                16            0.35
xnor2_1             126             6.4
nor2b_1              30             1.1
o311ai_0              9            0.46
and2_1               12            0.44
o21bai_1              9            0.39
nand2_1             191             4.2
mux2i_1              17            0.99
a211oi_1             12            0.52
dfstp_2              15             2.3
a32oi_1              10            0.51
nor4_1               14            0.51
o211ai_1             17            0.74
or3_1                13            0.47
ha_1                235              17
o21a_1               25             1.1
-- per-stage QoR --
step           hold WS (ns)  util, %
3_3_place_gp         0.3466    52.25
3_5_place_dp         0.3525    52.25
4_1_cts              0.3727    53.18
5_1_grt              0.3773    53.18
2_1_floorplan        0.3436        -
6_report             0.3707    53.18
-- critical path, delay by kind of cell, from the launching register on --
kind                       cells  cell delay (ns)
xor gates and xnor gates       2             0.29
AOI/OAI and AO/OA              9             1.57
adders and majority gates      7             2.18
buffers and inverters          3             0.55
and+or+nand+nor               13             2.99
DFF                            1             0.51
-- sequential cells by signal, summed over array words and instances, names as in the netlist, 2 cells and up --
register	count
key.k_value	10
key.key	10
bird_y	11
tube1_x	11
row	12
tube2_x	11
key.cnt	4
sec_cnt	31
pass	2
tube3_x	11
col	12
c_state	5
-- area by class of cell --
| type | instances | area share [%] |
|---|---|---|
| Inverter | 97 | 2.046 |
| Timing Repair Buffer | 45 | 1.997 |
| Clock buffer | 9 | 1.257 |
| Multi-Input combinational cell | 1868 | 72.30 |
| Sequential cell | 140 | 18.79 |
| Tap cell | 448 | 3.128 |
| Clock inverter | 7 | 0.4887 |
Power figures rest on the tool's default switching activity, not on a simulated workload.
